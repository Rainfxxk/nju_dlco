--- design.v ---
module bcd7seg (
  input [3:0] in,
  output [7:0] out
);
  wire in0, in1, in2, in3;
  wire out0, out1, out2, out3, out4, out5, out6, out7, out8, out9, out10, out11, out12, out13, out14, out15;
  assign in0 = in[0];
  assign in1 = in[1];
  assign in2 = in[2];
  assign in3 = in[3];
  assign out0 = ~in3 & ~in2 & ~in1 & ~in0;
  assign out1 = ~in3 & ~in2 & ~in1 & in0;
  assign out2 = ~in3 & ~in2 & in1 & ~in0;
  assign out3 = ~in3 & ~in2 & in1 & in0;
  assign out4 = ~in3 & in2 & ~in1 & ~in0;
  assign out5 = ~in3 & in2 & ~in1 & in0;
  assign out6 = ~in3 & in2 & in1 & ~in0;
  assign out7 = ~in3 & in2 & in1 & in0;
  assign out8 = in3 & ~in2 & ~in1 & ~in0;
  assign out9 = in3 & ~in2 & ~in1 & in0;
  assign out10 = in3 & ~in2 & in1 & ~in0;
  assign out11 = in3 & ~in2 & in1 & in0;
  assign out12 = in3 & in2 & ~in1 & ~in0;
  assign out13 = in3 & in2 & ~in1 & in0;
  assign out14 = in3 & in2 & in1 & ~in0;
  assign out15 = in3 & in2 & in1 & in0;
  assign out[0] = out1 | out4;
  assign out[1] = out5 | out6;
  assign out[2] = out2;
  assign out[3] = out1 | out4 | out7;
  assign out[4] = out1 | out3 | out4 | out5 | out7 | out9;
  assign out[5] = out1 | out2 | out3 | out7;
  assign out[6] = out0 | out1 | out7;
  assign out[7] = 1'b1;
endmodule
--- run.sh ---
#!/bin/bash
# OpenROAD 26Q1-2900-gdf79404cd8, Yosys 0.63+post, stock flow scripts
make -C /OpenROAD-flow-scripts/flow DESIGN_CONFIG=/design/flow/config.mk WORK_HOME=/design/flow/orfs finish
--- constraint.sdc ---
current_design bcd7seg

set clk_period 2.1
set clk_io_pct 0.2

create_clock -name clk0 -period $clk_period

set non_clock_inputs [all_inputs -no_clocks]
set_input_delay [expr $clk_period * $clk_io_pct] -clock clk0 $non_clock_inputs
set_output_delay [expr $clk_period * $clk_io_pct] -clock clk0 [all_outputs]
--- config.mk ---
export PLATFORM = sky130hd
export DESIGN_NAME = bcd7seg
export DESIGN_NICKNAME = bcd7seg
export VERILOG_FILES = /design/flow/design.v
export SDC_FILE = /design/flow/constraint.sdc
export NUM_CORES = 4
export LEC_CHECK = 1
export CORE_AREA = 10 10 70 70
export DIE_AREA = 0 0 80 80
==> flow_summary_export.csv <==
group,metric,value,unit
final_layout,seqCellArea,0,µm²
synthesis,syn_area_per_cell,6.26,µm²
synthesis,ys_seq_share,0,%
synthesis,synthCells,22,
grt,grtUsageMet1,2.18,%
detailed_routing,wire_per_inst,6.71,µm
floorplan,fp.dieW,80,µm
final_layout,fillers,418,
cts,post-cts-setup-buffers,0,
hold_path,hold_class,"input port to output port",
synthesis,synth.yosys.warnings,0,
grt,antenna_found_initial,0,
detailed_routing,finalWirelength,517,µm
synthesis,ys_cells,22,
timing,finalHoldWorstSlack,1470,ps
worst_setup_path,critPathMaxFanout,7,
power_and_ir_drop,power_frac_seq,0,%
grt,grt.overflow.total,0,
power_and_ir_drop,clkPwrFrac,0,%
worst_setup_path,crit_path_end_kind,"output port",
place,post_dp_cell_area,293,µm²
final_layout,postLayoutCellArea,280,µm²
place,portBuffers,11,
timing,hold_violations,0,
grt,grt-busiest-layer,"met2",
worst_setup_path,cp-start-kind,"input port",
place,hpwl,434,µm
power_and_ir_drop,swShare,40.5,%
detailed_routing,ant_nets,0,
floorplan,num_rows,21,
outcome,status,"completed",
worst_setup_path,worstPathArrival,1530,ps
worst_setup_path,critPathKind,"input port to output port",
power_and_ir_drop,p_int,25.7,µW
power_and_ir_drop,powerDensity,154,nW/µm²
floorplan,coreArea,3420,µm²
grt,grt_pass1_vias,154,
timing,setup_viol,0,
timing,max_freq,514,MHz
detailed_routing,drtIter0Drc,13,
final_layout,lay_top_count,"clkdlybuf4s50_1",
cts,hold_buffers,0,
detailed_routing,drc_errors,0,
place,gp_congestion,0.780,
grt,grt_pass1_wl,828,µm
final_layout,n_clock_buffer,0,
timing,finalCriticalPeriod,1950,ps
final_layout,finalNonFillerCells,77,
floorplan,io_pins,12,
synthesis,synthDistinctLibCells,15,
run,warnings,32,
detailed_routing,n_antenna_cell,0,
grt,grt_max_degree,9,
timing,finalCritPeriodShare,92.7,%
grt,grt.met2_usage,2.25,%
grt,gr-usage-all-layers,1.55,%
run,drv_cap,0,
grt,met3_usage,0.682,%
power_and_ir_drop,vdd_ir_drop_max,14.9,µV
detailed_routing,via_per_inst,2.23,
power_and_ir_drop,p_leak,0.0877,nW
final_layout,mi_logic_area,121,µm²
final_layout,area_growth,104,%
final_layout,ff_count,0,
synthesis,syn_area,138,µm²
detailed_routing,via_count,172,
floorplan,die_area,6400,µm²
power_and_ir_drop,combPwrFrac,100.0,%
floorplan,dieHeight,80,µm
final_layout,layout-drive-gt1-share,22.6,%
floorplan,fp_util,4.03,%
detailed_routing,drt_first_pass_iters,2,
timing,drv_slew,0,
timing,rsz0062_at_grt,"no",
final_layout,finalCoreUtilization,8.21,%
place,placedCellCount,77,
worst_setup_path,required,1680,ps
synthesis,ys_area,138,µm²
power_and_ir_drop,p_sw,17.5,µW
## layout make-up
| class | instances | share of cell area [%] |
|---|---|---|
| well taps | 46 | 20.5 |
| repair buffers | 12 | 36.2 |
| multi-input cells | 19 | 43.3 |
## path summary, 6_finish.rpt
check  startpoint      to  slack [ps]  cells after the start
max         in[1]  out[3]         150                      5
min         in[1]  out[0]        1470                      3
## through the flow
stage               TNS [ps]  power [mW]  setup WS, ps
CTS                        0      0.0460          4.35
global placement       -1340      0.0462          -279
finish                     0      0.0432           153
floorplan                  0      0.0179           780
detailed placement     -1480      0.0469          -304
global route               0      0.0486          84.3
## synth_stat cells
master | n | share of area (%)
nand2b_4 | 1 | 10
xnor2_1 | 2 | 13
nand2b_1 | 1 | 4.5
nor3_1 | 2 | 7.3
nor3b_1 | 1 | 5.5
or2_1 | 2 | 9.1
buf_2 | 1 | 3.6
o21ai_1 | 1 | 3.6
nand2_1 | 2 | 5.5
o21ai_0 | 1 | 3.6
conb_1 | 1 | 2.7
a21oi_1 | 2 | 7.3
nand3_1 | 2 | 7.3
a21oi_2 | 1 | 6.4
buf_4 | 2 | 11
## power groups by stage
| stage | sequential [mW] | combinational [mW] | clock (mW) |
|---|---|---|---|
| CTS | 0 | 0.0460 | 0 |
| finish | 0 | 0.0432 | 0 |
| global route | 0 | 0.0486 | 0 |
## cells by family after synthesis
logic type | synth area share [%]
buffers and inverters | 14.5
and+or+nand+nor | 49.1
AOI/OAI and AO/OA | 20.9
other | 2.72
xor gates and xnor gates | 12.7
## layer usage
metal  up-vias  wire length, µm
li1         90                -
met1        73              201
met2         9              224
met3         0               92
met4         0                0
met5         -                0
## critical path, stage by stage
cell             delay (ps)
buf_2                   140
nand2b_4                150
or2_1                   220
a21oi_2                 120
clkdlybuf4s50_1         470
## timing repair
action	4_1_cts	5_1_grt
hold endpoints to repair	0	0
gates resized	8	5
endpoints found under the setup margin	7	5
No activity file was given, so power comes from the tool's default toggle rates.
