File: run.sh
#!/bin/bash
# OpenROAD 26Q1-2900-gdf79404cd8, Yosys 0.63+post, stock flow scripts
make -C /OpenROAD-flow-scripts/flow DESIGN_CONFIG=/design/flow/config.mk WORK_HOME=/design/flow/orfs finish
File: config.mk
export PLATFORM = sky130hd
export DESIGN_NAME = counter_24
export DESIGN_NICKNAME = counter_24
export VERILOG_FILES = /design/flow/design.v
export SDC_FILE = /design/flow/constraint.sdc
export NUM_CORES = 4
export LEC_CHECK = 1
export CORE_AREA = 10 10 70 70
export DIE_AREA = 0 0 80 80
File: constraint.sdc
current_design counter_24

set clk_period 2.0
set clk_io_pct 0.2

create_clock -name clk0 -period $clk_period [get_ports {clk}]

set non_clock_inputs [all_inputs -no_clocks]
set_input_delay [expr $clk_period * $clk_io_pct] -clock clk0 $non_clock_inputs
set_output_delay [expr $clk_period * $clk_io_pct] -clock clk0 [all_outputs]
File: design.v
module counter_24 (
    input reset,
    input clk,
    output reg [3:0] l_out,
    output reg [3:0] h_out,
    output reg cout
);
    always @(posedge clk or negedge reset) begin
        if (reset) begin
            l_out <= l_out + 1;
            if (h_out >= 2 && l_out >= 3) begin
                h_out <= 0;
                l_out <= 0;
                cout <= 1;
            end
            else begin
                cout <= 0;
            end
            if (l_out >= 9) begin
                l_out <= 0;
                h_out <= h_out + 1;
            end
        end
        else begin
            l_out <= 0;
            h_out <= 0;
            cout <= 0;
        end
    end
endmodule
==> impl_metrics.toml <==
# flow metrics
[floorplanning]
die_x_um = 80
io_pins = 11
fp_util_pct = 15.0
die_y_um = 80
core-area_mm2 = 0.00342
row_count = 21
chipArea_mm2 = 0.00640

[power]
power_density_mw_per_mm2 = 484
cellLeakagePower_nw = 0.284
ir_worst_vdd_v = 0.000144

[setup_path]
path_delay_family = "flip-flops"
crit_path_cell_trace = "clkdlybuf4s50_1"
cp-end-kind = "output port"
r2r-end = "h_out[2]"
rrSetupSlack_ns = 0.45
cp.required_ns = 1.60
path_max_fanout = 9
reg2regPathDepth = 5
cp.arrival_ns = 1.36
cp_slowest_cell = "dfrtp_1"
critical_path_buf_inv_count = 1
rr_startpoint = "l_out[0]"
crit_type = "register to output port"
slowest_delay_ns = 0.55
critPathLaunch = "l_out[3]"
start_kind = "register"

[sta]
tns_ns = 0
finalMaxSlewViolations = 0
layout_min_cycle_time_ns = 1.76
rsz0062_at_grt = "false"
finalHoldViolations = 0
setup_viol = 0
period_used_pct = 87.8
timing.slew.headroom_pct = 69.3
clock_skew_ns = 0.00698
tightestPinTransition_ns = 0.457
max_freq_mhz = 569

[cts]
cts.reportedPaths.clkPinSlew_ns = 0.06
cts_hold_buf = 0
cts_buffers = 3
clock-sinks = 9
cts_setup_buffers = 0
cts_tree = "yes"
cts.htree.levels = 1
ctsLongestPathBuffers = 2
worst_skew_pair.late_latency_ns = 0.26
ctsRootBufferMaster = "clkbuf_4"
cts_resized = 0

[placement]
gp_congestion = 0.707
port_buffers = 10
dp_hpwl_um = 809

[route]
viasPerCell = 3.50
num_vias = 368
drt-initial-drc-count = 14
ant_nets = 0
drcViolationCount = 0
first_pass_iters = 3
n_antenna_cell = 0
routed_wl_um = 1060
wire_per_inst_um = 10.1

[yosys]
edf_count = 0
yosysWarningCount = 1
synth_flops = 9
syn_area_um2 = 512
synth_seq_share_pct = 44.0
synth_cells = 47
synth_cell_types = 20
async_reset_ff_share_pct = 100
syn-mean-instance-area_um2 = 10.9
synth-main-ff-cell = "dfrtp_1"
yosys_area_um2 = 512
ys_cells = 47

[global_route]
grt_start_max_net_pins = 10
antenna_found_initial = 0
grt_pass1_vias = 345
grt_first_pass_wirelength_um = 1650
grt_overflow = 0
grt_usage_pct = 3.24

[run]
warnings = 28
drv_cap = 0

[outcome]
status = "complete, no violations"

[final_layout]
regArea_um2 = 225
area_delta_synth_final_pct = 32.8
comb_area_um2 = 248
final_core_util_pct = 19.9
n_fill_cell = 382
final_layout_size_suffix_gt1_share_pct = 16.9

[min_path]
min_path_type = "input pin to asynchronous set/reset pin"
-- cell families after synthesis --
group	synth area share (%)
and+or+nand+nor	19.1
DFF	44.0
buffers and inverters	7.58
AOI/OAI and AO/OA	11.7
adders and majority gates	12.2
xor gates and xnor gates	3.42
muxes	1.96
-- per-layer routing --
| metal | up-vias | part of all wire, % | wire, µm | global-route usage [%] |
|---|---|---|---|---|
| li1 | 181 | - | - | - |
| met3 | 2 | 10 | 107 | 2.39 |
| met4 | 0 | 0.57 | 6 | 0.352 |
| met1 | 177 | 44 | 464 | 3.66 |
| met2 | 8 | 45 | 477 | 4.98 |
| met5 | - | 0 | 0 | 0 |
-- sequential cells by signal (all words and copies together) (netlist names) --
name   cells
l_out      4
h_out      4
cout       1
-- placed cells by master, fill, tap and decap left out --
cell | netlist | final
nor2_2 | 3 | 3
dfrtp_1 | 9 | 9
nand3_1 | 4 | 4
o21ai_0 | 1 | 1
ha_1 | 5 | 5
clkbuf_1 | 0 | 1
nor2_1 | 1 | 1
a31oi_1 | 2 | 2
or3b_1 | 1 | 1
inv_1 | 6 | 6
and3_1 | 2 | 2
o22ai_1 | 1 | 1
clkbuf_4 | 0 | 3
o2bb2ai_4 | 1 | 1
nor4_2 | 1 | 1
xor2_1 | 2 | 2
nor3_2 | 1 | 1
o21ai_2 | 1 | 1
clkdlybuf4s50_1 | 0 | 10
mux2i_1 | 1 | 1
nand2_1 | 3 | 3
-- cell usage after synthesis, drive strengths merged, types with 2 or more instances --
cell type	instances	area [µm²]
inv	6	22.5
a31oi	2	12.5
nand3	4	20.0
ha	5	62.6
nor2	4	22.5
and3	2	12.5
o21ai	2	13.8
buf	2	16.3
nand2	3	11.3
dfrtp	9	225
xor2	2	17.5
-- power by group --
part            total [W]  leakage [nW]  internal (W)  switching, W
Clock            0.000142        0.0150     0.0000769     0.0000647
Sequential       0.000182         0.122      0.000182             0
Combinational  0.00000518         0.147    0.00000172    0.00000346
Total            0.000329         0.284      0.000261     0.0000682
-- through the flow --
step | instances | hold WS [ns] | worst slack [ns] | instance area (µm²) | power (W)
final | 105 | 0.433 | 0.243 | 679 | 0.000329
after global routing | 105 | 0.441 | 0.152 | 679 | 0.000340
after CTS | 105 | 0.443 | 0.222 | 679 | 0.000335
after detailed placement | 101 | 0.516 | 0.459 | 653 | 0.000191
after global placement | 101 | 0.511 | 0.480 | 653 | 0.000191
after floorplan | 47 | 0.104 | 0.548 | 512 | 0.000185
-- how the worst max path moves through the flow --
stage         endpoint  cells after the start
CTS           l_out[3]                      1
global route  l_out[3]                      1
finish        l_out[3]                      1
-- cell type report --
cell class                 count  share of cell area [%]
timing repair buffer          10                    14.7
multi-input combinational     30                    36.5
inverter                       6                    3.31
clock buffer                   4                    3.87
sequential                     9                    33.1
tap                           46                    8.47
Power is estimated from default activity; no workload was simulated.
